`design/flow/design.v`:
```
module Encoder16_4(w, y, z);
    input [15:0] w;
    output reg [3:0] y;
    output reg z;
    integer k;
    always @(*)
    begin
        y = 4'b0000;
        z = 1;
        if (w == 0)
        begin
            z = 0;
            y = 4'bXXXX;
        end
        else
        begin
            for (k = 0; k <= 15; k = k + 1)
            begin
                if (w[k] == 1)
                begin
                    y = k;
                end
            end
        end
    end
endmodule
```
`design/flow/run.sh`:
```
#!/bin/bash
# OpenROAD 26Q1-2900-gdf79404cd8, Yosys 0.63+post, stock flow scripts
make -C /OpenROAD-flow-scripts/flow DESIGN_CONFIG=/design/flow/config.mk WORK_HOME=/design/flow/orfs finish
```
`design/flow/config.mk`:
```
export PLATFORM = sky130hd
export DESIGN_NAME = Encoder16_4
export DESIGN_NICKNAME = Encoder16_4
export VERILOG_FILES = /design/flow/design.v
export SDC_FILE = /design/flow/constraint.sdc
export NUM_CORES = 4
export LEC_CHECK = 1
export CORE_AREA = 10 10 70 70
export DIE_AREA = 0 0 80 80
```
`design/flow/constraint.sdc`:
```
current_design Encoder16_4

set clk_period 2.5
set clk_io_pct 0.2

create_clock -name clk0 -period $clk_period

set non_clock_inputs [all_inputs -no_clocks]
set_input_delay [expr $clk_period * $clk_io_pct] -clock clk0 $non_clock_inputs
set_output_delay [expr $clk_period * $clk_io_pct] -clock clk0 [all_outputs]
```
==> results.py <==
# Metrics from the implementation run
metrics = {
    "timing": {
        "finalCriticalPeriod_ps": 2410,
        "finalCritPeriodShare": 0.962,
        "final-hold-violation-count": 0,
        "setup_viol_count_final": 0,
        "rsz0062_at_grt": "false",
        "slew_viol_final": 0,
        "slew_headroom": 0.825,
        "fin_ws_ps": 94.2,
        "tightest_slew_ps": 260,
        "fmax_ghz": 0.416,
    },
    "routing": {
        "vias": 320,
        "routedWlPerCell_um": 9.76,
        "ant_nets": 0,
        "drc_errors": 0,
        "vias_per_cell": 3.11,
        "dr.pass1.iters": 4,
        "first_iter_violations": 7,
        "wl_um": 1010,
    },
    "logic_synthesis": {
        "ys_seq_frac": 0,
        "syn_area_um2": 170,
        "top_area_cell": "nor2_1",
        "ys_warn_count": 1,
        "adder_share": 0,
        "common_cells": "nor2_1 (9), nand3_1 (3), nand2b_1 (2), o31ai_1 (2)",
        "simple_gate_area_frac": 0.699,
        "synth_chip_area_um2": 170,
        "synth_top_area_share": 0.199,
        "area_leaders": "nor2_1 (20%), nand3_1 (8.8%), o31ai_1 (8.8%), nand2b_1 (7.4%), nor4_2 (7.4%)",
        "most_common_cell": "nor2_1",
        "synth_compound_gate_area_share": 0.279,
        "synthMuxAreaShare": 0,
        "yosys.area_share.xor_xnor": 0,
        "ys_top_logic_family": "simple AND/OR/NAND/NOR gates",
        "synth_cell_types": 16,
        "yosysCellCount": 28,
        "synthCells": 28,
        "syn_avg_cell_area_um2": 6.08,
    },
    "worst_setup_path": {
        "required_ps": 2000,
        "arrival_ps": 1910,
        "critical_path_class": "input port to primary output",
        "critPathLaunch": "w[11]",
        "critPathCaptureType": "primary output",
        "critPathLaunchType": "input port",
        "path_max_fanout": 4,
    },
    "global_route": {
        "antenna_found_initial": 1,
        "grt_max_degree": 5,
        "grt_pass1_wl_um": 1580,
        "grt.overflow.total": 0,
        "grt_util_all_layers": 0.0302,
        "grt_pass1_vias": 338,
    },
    "power_and_ir_drop": {
        "power_density_nw_per_um2": 108,
        "power.net_switching_mw": 0.0207,
        "power_frac_clock": 0,
        "p_int_mw": 0.0337,
        "p_leak_nw": 0.211,
        "seq_power_share": 0,
        "vdd_drop_max_mv": 0.0202,
        "comb_power_share": 1.000,
        "p_total_mw": 0.0544,
        "switching_share": 0.381,
    },
    "floorplan": {
        "rows": 21,
        "die_x_um": 80,
        "initial_core_util": 0.0498,
        "io-pin-count": 21,
        "die-area_um2": 6400,
        "core_area_um2": 3420,
        "dieHeight_um": 80,
    },
    "placement": {
        "pre_cts_slack_ps": -144,
        "gp_congestion": 0.768,
        "port_buffers": 21,
    },
    "cells_and_area": {
        "ff_count": 0,
        "clockBufferCount": 0,
        "syn_to_final_growth_pct": 197,
        "drive_gt1_frac": 0.196,
        "flop_area_um2": 0,
        "final.fill_count": 396,
    },
    "job": {
        "warnings": 32,
        "drv_cap": 0,
    },
    "worst_hold_path": {
        "hold_class": "input port to primary output",
        "hold_start": "w[2]",
    },
    "outcome": {
        "status": "complete, no violations",
    },
}
==> final timing paths <==
path | depth (start not counted) | end
max | 5 | y[2]
min | 5 | y[0]
==> final cells by class <==
| cell class | count | area [um^2] | area share |
|---|---|---|---|
| Timing Repair Buffer | 28 | 258 | 0.510 |
| Multi-Input combinational cell | 27 | 184 | 0.364 |
| Tap cell | 46 | 57.6 | 0.114 |
| Inverter | 1 | 3.75 | 0.00743 |
| Antenna cell | 1 | 2.50 | 0.00495 |
==> cell usage in the layout (no fill, tap or decap), types with 2 or more instances in the layout <==
master,count
buf_4,7
o31ai_1,2
nand2b_1,2
clkdlybuf4s50_1,8
nor2_1,8
dlygate4sd2_1,10
nand3_1,3
dlymetal6s2s_1,3
==> critical path, cell delays in order <==
cell and delay [ps]:
dlygate4sd2_1 270, nor2_1 130, or4b_1 450, nand3_1 90, clkdlybuf4s50_1 470
==> kinds of logic after synthesis <==
group / after synthesis
and+or+nand+nor: 21
AOI/OAI and AO/OA: 6
buffers and inverters: 1
==> metrics by stage <==
stage	hold slack [ps]	instances	setup TNS, ps	area, um^2	utilization
finish	1550	103	0	505	0.148
global route	1620	103	0	505	0.148
CTS	1840	102	0	484	0.142
detailed placement	2060	101	-396	483	0.141
global placement	2050	101	-391	483	0.141
floorplan	1050	28	0	170	-
==> routing by layer <==
| layer | GRT usage | vias up | part of all wire |
|---|---|---|---|
| met5 | 0 | - | 0 |
| met4 | 0 | 0 | 0 |
| met3 | 0.0170 | 0 | 0.17 |
| met2 | 0.0482 | 14 | 0.40 |
| met1 | 0.0369 | 137 | 0.43 |
| li1 | - | 169 | - |
==> power by group through the flow <==
stage	registers, mW	logic [mW]	clock network (mW)
after CTS	0	0.0538	0
after global routing	0	0.0602	0.0000000534
final	0	0.0544	0.0000000535
==> what timing repair did <==
item                       4_1_cts  5_1_grt
hold buffers                     0        0
pin swaps                        5        3
setup endpoints to repair        4        3
buffers inserted                 1        0
gates resized                   11        5
Power and IR drop assume default switching activity.
